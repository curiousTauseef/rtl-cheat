--- design/flow/run.sh ---
#!/bin/bash
# OpenROAD 26Q1-2900-gdf79404cd8, Yosys 0.63+post, stock flow scripts
make -C /OpenROAD-flow-scripts/flow DESIGN_CONFIG=/design/flow/config.mk WORK_HOME=/design/flow/orfs finish
--- design/flow/config.mk ---
export PLATFORM = sky130hd
export DESIGN_NAME = ram_dual
export DESIGN_NICKNAME = ram_dual
export VERILOG_FILES = /design/flow/design.v
export SDC_FILE = /design/flow/constraint.sdc
export NUM_CORES = 4
export LEC_CHECK = 1
export CORE_AREA = 10 10 70 70
export DIE_AREA = 0 0 80 80
--- design/flow/constraint.sdc ---
current_design ram_dual

set clk_period 1.0
set clk_io_pct 0.2

create_clock -name clk0 -period $clk_period [get_ports {clock}]

set non_clock_inputs [all_inputs -no_clocks]
set_input_delay [expr $clk_period * $clk_io_pct] -clock clk0 $non_clock_inputs
set_output_delay [expr $clk_period * $clk_io_pct] -clock clk0 [all_outputs]
--- design/flow/design.v ---
module ram_dual #(
    parameter ADDRESS_BITS = 1,
    parameter DATA_BITS = 1
) (
    input wire clock,
    input wire reset,
    input wire write,
    input wire [ADDRESS_BITS-1:0] address_in,
    input wire [ADDRESS_BITS-1:0] address_out,
    input wire [DATA_BITS-1:0] data_in,
    output wire [DATA_BITS-1:0] data_out
);
    localparam MEMORY_BITS = DATA_BITS * (1 << ADDRESS_BITS);
    reg [MEMORY_BITS-1:0] memory;
    assign data_out = memory[address_out];
    always @ (posedge clock) begin
        if (reset == 1) begin
            memory <= {MEMORY_BITS{1'b0}};
        end
        else if (write == 1) begin
            memory[address_in] <= data_in;
        end
    end
endmodule
==> changes_impl.md <==
### Physical design

* Post-detailed-placement cell area at ~220 um^2
* Post-Route M1 WL at 157 um
* Failing checks: setup timing
* Vias in the first global route at 127
* CTS clk-pin slew, worst paths at 30 ps
* Highest signal layer in the routed design: met4
* Detail-routed net length per standard cell at approximately 6.1 um
* Data arrival, critical path at 900 ps
* Maximum buffer depth of the clock tree at 2
* Outcome: complete, but fails checks
* Setup Skew at 0 ps
* Final period demand of the worst path at about 1100 ps
* Xor and xnor fraction of the mapped netlist area at 0
* Ports at 7
* Setup Viol. Count Final at 1
* Post-layout power at 0.0003018 W
* Fraction of final layout cells sized beyond drive strength 1 at 0.3158
* Max Fanout on Critical Path at 2
* Design area at ~240 um^2
* Worst Setup Start Kind: flop
* GP Congestion at 0.6141
* Final standard cell count with taps included and fillers excluded at roughly 65
* Data required time at the worst endpoint at 800 ps
* Per-instance average area after synthesis at 10.39 um^2
* Vias per cell at between 1.5 and 2
* Antenna violations before repair at 0
* Yosys Instances at 10
* Largest combinational cell category by area: simple AND/OR/NAND/NOR gates
* Compound-gate portion of the synthesized area at 0.2289
* Post-layout period usage at 1.100
* Die Y at ~80 um
* Number of hold-repair buffers added at the cts stage at 0
* Die span in x at about 80 um
* Total number of clock tree sinks at 2
* CTS Buf Count at 3
* Tally of buffers added on design ports at 6
* FP Util at 0.03040
* Leakage power of the design at 0.07802 nW
* Distinct cell type count of the synthesized netlist at 9
* Reg2reg path depth at 2
* Final Hold Violation Tally at 0
* Total length of routed met2 wires at 175 um
* OpenROAD warnings at 27
* Area share of fa/ha/maj cells after synthesis at 0
* Utilization of the core after routing at 0.07070
* Detailed route wirelength on metal3 at ~56 um
* Combined global-route utilization of all metal layers at 0.01294
* Worst-Margin Slew at roughly 140 ps
* Final tally of max-slew violations at 0
* Initial DRC Count at 2
* Highest Clock Rate at 909.0 MHz
* Number of iterations in the first detailed-routing pass at 2
* Final routed DRC violation total at 0
* Register-to-register path setup slack at 300 ps
* Setup repair after global routing missed its margin: true
* Grt total ovfl at 0
* Area of the die at 6400 um^2
* Floorplan Core Area at between 3000 and 4000 um^2
* Synth Area in Simple Gates at 0.2771
* Total of flip-flops plus latches after synthesis at 2
* Area growth from synthesis to final layout at 132.5%
* Type of element capturing the critical path: output port
* CTS tree: done
* Mux cell area share after synthesis at 0.1084
* Via Count at 109
* Synthesized instance count at 10
* Synthesized area at a little over 100 um^2
* Worst hold stages at 2
* Post-route ant nets at 0
* Fin worst setup slack at -100.1 ps
* Portion of the post-synthesis area used by sequential elements at 0.3855
* Maximum vdd drop at 119.1 uV
* Maximum number of pins on one net before global-route repair at 5
* Type of the worst setup path: flop to output port
* Number of maximum-capacitance violations at 0
* Yosys warning count at 1
* Number of placement rows at 21
* Power per standard cell area at 1250 nW/um^2
* Deepest level of the CTS H-tree at 1
* Number of antenna diodes at 0
* Number of placed cells counting well taps at about 62
* Cell chosen for the clock root: sky130_fd_sc_hd__clkbuf_4
* Path class of the lowest-slack min-delay path: flop to flop
* Insertion delay of the later-clocked pin in the worst-skew pair at around 220 ps
* Wire length of the first global-routing pass at 552 um
* Post-synthesis chip area from yosys at 103.8 um^2
* Tightest slew margin relative to the limit at 0.9046
* WL final at 394 um
-- logic make-up after synthesis --
kind of cell and count (synthesis):
AND/OR/NAND/NOR 4, AND-OR/OR-AND 3, flip-flops 2, multiplexers 1
-- cells in the mapped netlist, drive strengths merged --
| master | n | area, um^2 |
|---|---|---|
| o21ai | 1 | 5.000 |
| dfxtp | 2 | 40.04 |
| nand4bb | 1 | 11.26 |
| mux2 | 1 | 11.26 |
| nor2b | 1 | 6.260 |
| a21bo | 1 | 10.01 |
| nand3 | 1 | 5.000 |
| a21oi | 1 | 8.760 |
| nand2b | 1 | 6.260 |
-- critical path: stages (launching register included) --
cell and delay, ps:
sky130_fd_sc_hd__dfxtp_1 300, sky130_fd_sc_hd__mux2_4 270, sky130_fd_sc_hd__buf_2 120
-- how the worst max path moves through the flow --
stage | from | endpoint | depth (start not counted)
after CTS | flop | data_out[0] | 2
after global routing | flop | data_out[0] | 2
final | flop | data_out[0] | 2
-- what timing repair did --
| item | in CTS | in global routing |
|---|---|---|
| setup buffers | 0 | 0 |
| pin swaps | 0 | 0 |
| resized | 5 | 0 |
| setup endpoints to repair | 1 | 1 |
| cloned | 0 | 0 |
| hold endpoints to repair | 0 | 0 |
-- metrics by stage --
stage          worst slack [ps]  hold WS, ps  TNS (ps)
2_1_floorplan             268.9        262.4         0
3_3_place_gp             -629.1        456.9    -738.0
3_5_place_dp             -631.5        463.0    -755.6
4_1_cts                  -123.6        471.4    -123.6
5_1_grt                  -142.4        486.2    -142.4
6_report                 -100.1        463.2    -100.1
-- metal layers --
metal | up-vias | track usage
met2 | 4 | 0.01685
met3 | 2 | 0.01364
met4 | 0 | 0.008803
li1 | 56 | -
met1 | 47 | 0.01190
met5 | - | 0
-- placed cells by master (no fill, tap or decap), drive strengths merged --
| master | count |
|---|---|
| clkdlybuf4s50 | 4 |
| clkbuf | 3 |
| dfxtp | 2 |
| mux2 | 1 |
| nand3 | 1 |
| a21bo | 1 |
| a21oi | 1 |
| nor2b | 1 |
| nand2b | 1 |
| nand4bb | 1 |
| o21ai | 1 |
| dlygate4sd2 | 1 |
| buf | 1 |
-- cell type report --
type / instances / area, um^2
flip-flops and latches: 2 / 40.04
well taps: 46 / 57.56
multi-input cells: 8 / 67.56
repair buffers: 6 / 53.80
fillers: 413 / 3174
clock buffers: 3 / 22.52
-- power breakdown --
| group | switching [W] | internal [W] |
|---|---|---|
| Combinational | 0.0000121 | 0.0000274 |
| Clock | 0.0000442 | 0.000132 |
| Sequential | 0.00000160 | 0.0000843 |
No activity file was given, so power comes from the tool's default toggle rates.
